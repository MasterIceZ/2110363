File: design/flow/config.mk
export PLATFORM = sky130hd
export DESIGN_NAME = System
export DESIGN_NICKNAME = System
export VERILOG_FILES = /design/flow/design.v
export SDC_FILE = /design/flow/constraint.sdc
export NUM_CORES = 4
export LEC_CHECK = 1
export CORE_AREA = 10 10 85 85
export DIE_AREA = 0 0 95 95
File: design/flow/constraint.sdc
current_design System

set clk_period 2.5
set clk_io_pct 0.2

create_clock -name clk0 -period $clk_period [get_ports {Clk}]

set non_clock_inputs [all_inputs -no_clocks]
set_input_delay [expr $clk_period * $clk_io_pct] -clock clk0 $non_clock_inputs
set_output_delay [expr $clk_period * $clk_io_pct] -clock clk0 [all_outputs]
File: design/flow/design.v
`timescale 1ns / 1ps
module Controller (
    input  wire       Reset,
    input  wire       Clk,
    output wire [3:0] AN,
    output wire       Selector
);
  reg [ 3:0] an;
  reg        selector;
  reg [17:0] counter;
  assign AN = an;
  assign Selector = selector;
  always @(posedge Clk) begin
    if (Reset) begin
      an <= 4'b1111;
      selector <= 1'b0;
      counter <= 18'b0;
    end else begin
      counter <= counter + 1;
      if(counter[17] == 0) begin
        an <= 4'b1110;
        selector <= 1'b0;
      end else begin
        an <= 4'b1101;
        selector <= 1'b1;
      end
    end
  end
endmodule
`timescale 1ns / 1ps
module Multiplexer (
    input  wire [3:0] In0,
    input  wire [3:0] In1,
    input  wire       Selector,
    output wire [3:0] DataOut
);
assign DataOut = Selector ? In1 : In0;
endmodule
`timescale 1ns / 1ps
module SevenSegmentDecoder (
    input  wire [3:0] DataIn,
    output wire [7:0] Segments
);
  assign Segments = (DataIn == 4'h0) ? 8'b00000011 :
                    (DataIn == 4'h1) ? 8'b10011111 :
                    (DataIn == 4'h2) ? 8'b00100101 :
                    (DataIn == 4'h3) ? 8'b00001101 :
                    (DataIn == 4'h4) ? 8'b10011001 :
                    (DataIn == 4'h5) ? 8'b01001001 :
                    (DataIn == 4'h6) ? 8'b01000001 :
                    (DataIn == 4'h7) ? 8'b00011111 :
                    (DataIn == 4'h8) ? 8'b00000001 :
                    (DataIn == 4'h9) ? 8'b00001001 :
                    (DataIn == 4'ha) ? 8'b00010001 :
                    (DataIn == 4'hb) ? 8'b11000001 :
                    (DataIn == 4'hc) ? 8'b01100011 :
                    (DataIn == 4'hd) ? 8'b10000101 :
                    (DataIn == 4'he) ? 8'b01100001 :
                    (DataIn == 4'hf) ? 8'b01110001 : 8'b11111111;
endmodule
`timescale 1ns / 1ps
module System (
    input  wire [7:0] SW,
    input  wire       Reset,
    input  wire       Clk,
    output wire [7:0] Segments,
    output wire [3:0] AN
);
  wire selectorWire;
  wire [3:0] muxOut;
  Controller ControllerInst (
      .Reset(Reset),
      .Clk(Clk),
      .AN(AN),
      .Selector(selectorWire)
  );
  SevenSegmentDecoder SevenSegmentDecoderInst (
      .DataIn  (muxOut),
      .Segments(Segments)
  );
  Multiplexer MultiplexerInst (
      .In0(SW[3:0]),
      .In1(SW[7:4]),
      .Selector(selectorWire),
      .DataOut(muxOut)
  );
endmodule
File: design/flow/run.sh
#!/bin/bash
# OpenROAD 26Q1-2900-gdf79404cd8, Yosys 0.63+post, stock flow scripts
make -C /OpenROAD-flow-scripts/flow DESIGN_CONFIG=/design/flow/config.mk WORK_HOME=/design/flow/orfs finish
==> results.sh <==
# source this file to load flow results
export IMPL_status="finished, final reports clean"
export IMPL_max_cap_violations=0
export IMPL_dpl_instance_area_um2=1460
export IMPL_ys_flop_type="dfxtp_1"
export IMPL_yosys_warnings=1
export IMPL_initCoreUtil_pct=21.4
export IMPL_lay_top_cells="dfxtp_1 (20), nor2_1 (18), buf_4 (15)"
export IMPL_cts_sinks=21
export IMPL_drt_total_wl_um=2450
export IMPL_ys_ff=21
export IMPL_postRouteAntennaNets=0
export IMPL_cts_tree="done"
export IMPL_whs_ps=445
export IMPL_cellPowerDensity_nw_per_um2=405
export IMPL_dpl_cell_count=224
export IMPL_antenna_found_initial=0
export IMPL_clk_latency_ps=260
export IMPL_cts_buffers=3
export IMPL_critPathCaptureType="output pin"
export IMPL_cp_required_ps=2000
export IMPL_syn_inst=131
export IMPL_yosys_stat_area_um2=1170
export IMPL_clockBufferDepth=2
export IMPL_grt_pass1_vias=901
export IMPL_first_pass_iters=4
export IMPL_lay_top_count="dfxtp_1"
export IMPL_syn_area_um2=1170
export IMPL_async_flop_share_pct=0
export IMPL_dieWidth_um=95
export IMPL_hold_violations=0
export IMPL_grt_usage_pct=5.25
export IMPL_stdcell_area_um2=1650
export IMPL_drc_errors=0
export IMPL_dieArea_um2=9030
export IMPL_yosysUniqueCellTypes=39
export IMPL_p_leak_nw=0.657
export IMPL_critPathLaunchType="flop"
export IMPL_critPathKind="reg -> out"
export IMPL_edf_count=0
export IMPL_ff2ff_path_depth=5
export IMPL_nFillCells=568
export IMPL_ys_seq_share_pct=35.9
export IMPL_fin_util_pct=30.2
export IMPL_min_path_type="reg -> reg"
export IMPL_antennaDiodeCount=0
export IMPL_setup_violations=0
export IMPL_grt_pass1_wl_um=3970
export IMPL_grt_max_degree=14
export IMPL_dp_hpwl_um=1700
export IMPL_area_growth_pct=41.0
export IMPL_io_buffers=18
export IMPL_skew_ps=7.00
export IMPL_fmax_mhz=416
export IMPL_vias=1000
export IMPL_ys_cells=131
export IMPL_post_route_cells_drive_above_1_share_pct=25.3
export IMPL_period_used_pct=96.1
export IMPL_drv_slew=0
export IMPL_fin_crit_ps=2400
export IMPL_hold_depth=1
export IMPL_htree_num_levels=1
export IMPL_syn_area_per_cell_um2=8.94
export IMPL_cp_data_arrival_time_ps=1900
export IMPL_std_cell_rows=27
export IMPL_core_um2=5470
export IMPL_fin_cells=238
export IMPL_cp_max_fo=4
export IMPL_cts_clk_slew_worst_paths_ps=80
export IMPL_ioPinCount=22
export IMPL_tool_warnings=27
export IMPL_drt_initial_drc_count=32
export IMPL_drt_wirelength_per_cell_um=10.3
export IMPL_viasPerCell=4.20
export IMPL_gp_congestion=0.749
export IMPL_ir_drop_v=0.000229
export IMPL_root_buffer="clkbuf_8"
export IMPL_gr_total_overflow=0
export IMPL_rsz0062_at_grt="true"
export IMPL_die_h_um=95
export IMPL_hold_buffers=0
area by class of cell:
type	instances	area (um^2)	area share, %
flip-flops and latches	21	424	25.7
well taps	72	90.1	5.45
clock inverters	1	5.00	0.303
clock buffers	3	41.3	2.50
repair buffers	36	339	20.5
multi-input cells	102	741	44.8
inverters	3	11.3	0.682
per-layer routing:
| metal | up-vias | track usage, % | wire length, um |
|---|---|---|---|
| met2 | 28 | 8.18 | 1050 |
| met3 | 2 | 2.00 | 183 |
| met5 | - | 0 | 0 |
| li1 | 517 | - | - |
| met4 | 0 | 0.374 | 12 |
| met1 | 453 | 7.10 | 1210 |
metrics by stage:
step | setup TNS [ps] | worst slack [ps] | total power, mW
after floorplan | 0 | 768 | 0.393
after global placement | -692 | -130 | 0.443
after detailed placement | -746 | -144 | 0.443
after CTS | -146 | -67.1 | 0.668
after global routing | -31.5 | -30.6 | 0.703
final | 0 | 97.3 | 0.668
sequential cells by signal (all words and copies together) (netlist names):
| signal | cells |
|---|---|
| ControllerInst.selector | 1 |
| ControllerInst.counter | 18 |
| ControllerInst.an | 2 |
where the power goes:
part	total (mW)	internal, mW	switching [mW]
logic	0.103	0.0616	0.0418
registers	0.343	0.338	0.00497
clock network	0.222	0.111	0.111
total	0.668	0.511	0.158
cells by family (layout without fill, tap and decap cells):
kind of cell             after synthesis  in the layout  share of synthesized area (%)
AND/OR/NAND/NOR                       59             59                           29.6
flip-flops                            21             21                           35.9
AND-OR/OR-AND                         18             18                           9.19
XOR/XNOR                              12             12                           8.97
buffers and inverters                 10             43                           5.13
multiplexers                           9              9                           9.83
adder cells (fa/ha/maj)                1              1                           1.07
other                                  1              3                          0.320
worst max-delay path: stages (launching register included):
cell and delay (ps):
dfxtp_4 370, buf_6 130, mux2_4 350, nor2_4 120, a21oi_1 80, o22ai_1 120, clkdlybuf4s50_1 480
cells in the mapped netlist (2+ instances only):
master,instances,area (um^2)
xnor2_1,10,87.6
nor2b_1,2,12.5
nor3_1,3,15.0
nand2_1,7,26.3
xor2_1,2,17.5
nand2b_1,2,12.5
o21ai_1,5,25.0
buf_4,4,30.0
nor2_1,21,78.8
dfxtp_1,21,420
clkbuf_1,2,7.51
a21oi_1,6,30.0
nand3_1,10,50.1
inv_1,3,11.3
mux2_2,2,22.5
nor4_2,3,37.5
a22o_1,2,17.5
mux2i_1,3,30.0
or3_1,2,12.5
nor3_2,2,20.0
timing repair:
action | CTS | global route
resized | 16 | 9
pin swaps | 4 | 4
hold endpoints to repair | 0 | 0
setup buffers | 3 | 7
endpoints found under the setup margin | 7 | 5
path summary, 6_finish.rpt:
check / startpoint / endpoint / slack [ps]
max: ControllerInst.selector$_SDFF_PP0_ / Segments[6] / 100
min: ControllerInst.counter[17]$_SDFF_PP0_ / ControllerInst.an[1]$_SDFF_PP1_ / 450
max reg2reg: ControllerInst.counter[0]$_SDFF_PP0_ / ControllerInst.counter[16]$_SDFF_PP0_ / 1060
min reg2reg: ControllerInst.counter[17]$_SDFF_PP0_ / ControllerInst.an[1]$_SDFF_PP1_ / 450
No activity file was given, so power comes from the tool's default toggle rates.
