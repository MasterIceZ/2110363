[/design/flow/config.mk]
export PLATFORM = sky130hd
export DESIGN_NAME = blinky
export DESIGN_NICKNAME = blinky
export VERILOG_FILES = /design/flow/design.v
export SDC_FILE = /design/flow/constraint.sdc
export NUM_CORES = 4
export LEC_CHECK = 1
export CORE_AREA = 10 10 102 102
export DIE_AREA = 0 0 112 112
[/design/flow/constraint.sdc]
current_design blinky

set clk_period 5.8
set clk_io_pct 0.2

create_clock -name clk0 -period $clk_period [get_ports {clk}]

set non_clock_inputs [all_inputs -no_clocks]
set_input_delay [expr $clk_period * $clk_io_pct] -clock clk0 $non_clock_inputs
set_output_delay [expr $clk_period * $clk_io_pct] -clock clk0 [all_outputs]
[/design/flow/design.v]
`timescale 1ns / 1ps
module blinky(
    input clk,
    output led
    );
    reg [24:0] count = 0;
    always@(posedge clk) count <= count + 1;
    assign led = count[24];
endmodule
[/design/flow/run.sh]
#!/bin/bash
# OpenROAD 26Q1-2900-gdf79404cd8, Yosys 0.63+post, stock flow scripts
make -C /OpenROAD-flow-scripts/flow DESIGN_CONFIG=/design/flow/config.mk WORK_HOME=/design/flow/orfs finish
==> impl_metrics.json <==
{
  "status": "finished, final reports clean",
  "fp-utilization_pct": 11.94,
  "h-tree-depth": 1,
  "drive_gt1_share_pct": 10.00,
  "clock_sinks": 25,
  "synth-edff-count": 0,
  "grtUsageMet2_pct": 3.069,
  "grt_max_degree": 14,
  "cts_hold_buf": 0,
  "placed_area_um2": 1122,
  "ys_sh_adder_pct": 1.276,
  "simple_gate_share_pct": 26.40,
  "dp_hpwl_um": 916.4,
  "min_path_cells": 1,
  "globalRouteTotalUtil_pct": 2.110,
  "crit_required_ns": 4.64,
  "ys_types": 15,
  "flop_cell": "dfxtp_1",
  "drtIter0Drc": 39,
  "clock.latency.late_pin_ns": 0.26,
  "wirelength_um": 1235,
  "num_vias": 564,
  "largest_register_ffs": 25,
  "crit_buf_inv": 1,
  "synth-warning-count": 1,
  "warnings": 25,
  "hold_violations": 0,
  "netlist_area_um2": 980.9,
  "place.port_buffers": 1,
  "core_area_um2": 8217,
  "ys_seq_share_pct": 51.02,
  "tns_ns": 0,
  "power_density_nw_per_um2": 232.1,
  "top_usage_layer": "met2",
  "place.gp.congestion": 0.7100,
  "ir_drop_v": 0.0001667,
  "mux_area_share_pct": 0,
  "grt_util_met1_pct": 3.009,
  "min_period_ns": 2.239,
  "endpoint_kind": "primary output",
  "drv_cap": 0,
  "crit_type": "reg -> out",
  "skew_ns": 0.003184,
  "num_antenna_cells": 0,
  "synth_dominant_cell_count": "dfxtp_1",
  "cp_top_family": "buffers and inverters",
  "cpMaxStageDelayCell": "clkdlybuf4s50_1",
  "drt_first_pass_iters": 3,
  "via_per_inst": 2.892,
  "synthTopCellsByCount": "25 x dfxtp_1, 15 x xnor2_1, 9 x nand3_1",
  "tritoncts": "done",
  "clock.fmax_mhz": 446.7,
  "post-cts-setup-buffers": 0,
  "grt_pass1_wl_um": 2359,
  "path_depth": 1,
  "leakagePower_nw": 0.4189,
  "topCellsByArea": "dfxtp_1 51%, xnor2_1 13%, xor2_1 7.1%, nand3_1 4.6%, nand4_4 4.3%",
  "maxSlewViolCount": 0,
  "ys.flops": 25,
  "yosys_cells": 85,
  "area_growth_pct": 19.01,
  "xor_share_pct": 20.54,
  "root_buffer": "clkbuf_8",
  "grt_pass1_vias": 538,
  "cts-buffers-inserted": 3,
  "groute.layer.met3.usage_pct": 0.8686,
  "syn_area_per_cell_um2": 11.54,
  "async_flop_share_pct": 0,
  "grt.overflow.total": 0,
  "top_regs": "count x25",
  "max_slew_margin_pct": 73.77,
  "slowest_delay_ns": 0.47,
  "clockBufferDepth": 2,
  "ant_nets": 0,
  "regMostFlops": "count",
  "worstSetupStartpointType": "flop",
  "drc_errors": 0,
  "yosysTopAreaCell": "dfxtp_1",
  "logic_family": "simple AND/OR/NAND/NOR gates",
  "design_area_um2": 1167,
  "hold_slack_ns": 0.4125,
  "aoi_share_pct": 0,
  "syn_inst": 85,
  "pin_count": 2,
  "wl_per_cell_um": 6.333,
  "synth-area-yosys_um2": 980.9,
  "period_used_pct": 38.60,
  "path_cells": "clkdlybuf4s50_1",
  "synth_top_area_share_pct": 51.02,
  "cts_resized": 0,
  "antenna_found_initial": 0,
  "cp_max_fo": 2,
  "clk_pin_slew_worst_paths_ns": 0.08,
  "min_path_type": "reg -> reg",
  "die.size.y_um": 112,
  "rsz0062_at_grt": "false",
  "setup_viol": 0,
  "r2r_cells": 5,
  "crit_arrival_ns": 1.08,
  "fp-row-count": 33,
  "fp.dieW_um": 112,
  "die_area_um2": 12540,
  "tightestPinTransition_ns": 0.3905
}
routing by layer:
metal,wire [µm],part of all wire (%)
met1,661,54
met2,515,42
met3,57,4.6
met4,0,0
met5,0,0
placed cells by master (no fill, tap or decap), types with 2 or more instances in the layout:
cell	netlist	final
and3_1	5	5
nor2_1	4	4
and4_1	2	2
xor2_1	8	8
clkbuf_8	0	3
dfxtp_1	25	25
nand2_1	4	4
xnor2_1	15	15
nand3_1	9	9
inv_1	2	2
nand4_4	2	2
nor4_4	2	2
nand4_1	4	4
per-stage QoR:
| step | total power, mW | std cells | utilization, % | setup slack [ns] |
|---|---|---|---|---|
| detailed placement | 0.1755 | 191 | 13.66 | 3.835 |
| global route | 0.2805 | 195 | 14.21 | 3.504 |
| floorplan | 0.1755 | 85 | - | 4.344 |
| finish | 0.2709 | 195 | 14.21 | 3.561 |
| global placement | 0.1755 | 191 | 13.66 | 3.844 |
| CTS | 0.2758 | 195 | 14.21 | 3.535 |
where the power goes:
part	leakage, nW	switching [mW]	total, mW	internal [mW]
logic	0.195	0	0.000000195	0
registers	0.201	0	0.171	0.171
clock network	0.0228	0.0505	0.0995	0.0490
total	0.419	0.0505	0.271	0.220
cell families (layout without fill, tap and decap cells):
kind of cell,count (synthesis),in the layout
xor gates and xnor gates,23,23
adders and majority gates,1,1
buffers and inverters,2,7
DFF,25,25
and+or+nand+nor,34,34
cell type report:
class                   count  area (µm²)
multi-input cells          58       473.0
clock buffers               4       45.04
well taps                 105       131.4
flip-flops and latches     25       500.5
fillers                   898        7049
inverters                   2       7.507
repair buffers              1       10.01
final timing paths:
kind,to,start,slack (ns)
max,led,count[24],3.56
min,count[0],count[0],0.41
max reg2reg,count[24],count[0],4.27
min reg2reg,count[0],count[0],0.41
No activity file was given, so power comes from the tool's default toggle rates.
